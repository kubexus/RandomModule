File: design/flow/design.v
module FPGA #(parameter NUM_OF_TAPS = 6, SIZE = 11, NUM_OF_MODULES = 30, SEED = 1351) (
	input clk,
	input start,
	output wire TX,
	output reg found_smth,
	output wire startedmod
);
reg start_S;
wire [NUM_OF_MODULES*(NUM_OF_TAPS*8)-1:0] coefficient_buff;
wire [NUM_OF_MODULES-1:0] found;
wire [NUM_OF_MODULES-1:0] res;
wire [NUM_OF_MODULES-1:0] started;
assign startedmod = started[2];
Interface #(
			.NUM_OF_TAPS		(NUM_OF_TAPS)		, 
			.NUM_OF_MODULES	(NUM_OF_MODULES)	)
	interfejs (	
		.clk		(clk)					,
		.co_buf	(coefficient_buff),	
		.found	(found)				,
		.res		(res)					,
		.TX		(TX)
);
genvar i;
generate
for (i=0; i<NUM_OF_MODULES; i=i+1) begin: Trololo
	SearchModule #(
				.NUM_OF_TAPS 	(NUM_OF_TAPS), 
				.SIZE 			(SIZE), 
				.SEED 			(SEED + i) )
		szukacz (
			.clk		(clk)	,
			.start	(start_S)	,
			.ext_res (res[i]),
			.found	(found[i])	,
			.started	(started[i]),
			.co_buf	(coefficient_buff[(i+1)*(NUM_OF_TAPS*8)-1-:NUM_OF_TAPS*8])
	);
end
endgenerate
initial begin
	found_smth <= 1'b0;
	start_S <= 1'b0;
end
always @ (posedge clk) begin
	if (!start) begin
		start_S <= 1'b1;
	end
	if (found != {NUM_OF_MODULES{1'b0}}) begin
		found_smth <= 1'b1;
	end
	else found_smth <= 1'b0;
end
endmodule
module Interface #(parameter NUM_OF_TAPS = 5, NUM_OF_MODULES = 20)(
	input clk,
	input [NUM_OF_MODULES*(NUM_OF_TAPS*8)-1:0] co_buf,	
	input [NUM_OF_MODULES-1:0] found,
	output reg [NUM_OF_MODULES-1:0] res,
	output TX
);
reg [7:0] 	byte_out;
reg 			transmit_byte;
reg [(NUM_OF_TAPS*8)-1:0] 	buff;
reg [5:0] state;
parameter	IDLE 		= 6'b000001,
				SELECT 	= 6'b000010,
				SENDING	= 6'b000100,
				RESET		= 6'b001000;
wire jeden; 
assign jeden = 1'b0;
wire tx_ready;
reg [5:0] which;
reg [5:0] i;
Transmitter transmitter (
	.clk		(clk),
	.res		(jeden),
	.drl		(transmit),
	.load		(tx_ready),
	.din		(byte_out),
	.tx		(TX)
);
initial begin
	byte_out		<= 8'h11;
	buff			<= {NUM_OF_TAPS{8'h00}};
	which			<= 0;
	transmit_byte		<= 1'b0;
	i				<= 1;
	state 		<= IDLE;
	res 			<= {NUM_OF_MODULES{1'b0}};
end
always @ (posedge clk) begin
	case (state)
		IDLE: begin
			if (found != {NUM_OF_MODULES{1'b0}}) begin
				state <= SELECT;
				for (i=0;i<NUM_OF_MODULES;i=i+1) begin
					if (found[i] == 1'b1) begin
						which <= i;
					end
				end
			end
		end
		SELECT: begin
			buff 		<= co_buf[(which+1)*(NUM_OF_TAPS*8)-1-:NUM_OF_TAPS*8];
			transmit_byte <= 1'b1;
			state 	<= SENDING;
			i <= 0;
		end
		SENDING: begin
			if (buff	== {NUM_OF_TAPS{8'h00}} || buff[7:0] == 8'h00) begin
				state <= RESET;
			end else begin
				if (tx_ready) begin
					if (i == 0) begin
						byte_out <= 8'hff;
					end
					if (i>0 && i<NUM_OF_TAPS+1) begin
						byte_out <= buff[i*8-1-:8];
					end
					if (i == NUM_OF_TAPS + 1) begin
						byte_out <= 8'hfe;
					end
					i 	<= i + 1;
				end
				if (i == NUM_OF_TAPS + 2) begin
					transmit_byte		<= 1'b0;
					res[which] 			<= 1'b1;
					i <= i + 1;
				end
				if (i == NUM_OF_TAPS + 3) begin
					state					<= RESET;
				end
			end
		end
		RESET: begin
			res 			<= {NUM_OF_MODULES{1'b0}};
			byte_out		<= 8'h11;
			buff			<= {NUM_OF_TAPS{8'h00}};
			which			<= 0;
			i				<= 1;
			state 		<= IDLE;
		end
	endcase
end
assign transmit = (transmit_byte) ? 1'b1:1'b0;
endmodule
module NLFSR #(parameter SIZE = 32)(
	input 						clk,
	input 						res,
	input 						ena,
	input							selector_done,
	input 						feedback,
	output reg					failure,
	output reg					found,
	output reg [SIZE-1:0]	state
);
wire feedback1 = feedback ^ state[0];
parameter [35:0] period = (2**SIZE) - 1;
parameter per1 = (2**SIZE) / 4;
parameter per2 = (2**SIZE) / 2;
reg [35:0] i;
reg [SIZE-1:0] control1, control2;
parameter INIT_VAL = {1'b1,{SIZE-1{1'b0}}};
initial begin
	i <= 0;
	state <= INIT_VAL;
	failure <= 1'b0;
	found 	<= 1'b0;
	control1 <= {SIZE{1'b0}};
	control2 <= {SIZE{1'b0}};
end
always @ (posedge clk) begin
	if (res) begin
		state 	<= INIT_VAL;
		found 	<= 1'b0;
		failure 	<= 1'b0;
		i 			<= 0;
		control1 <= {SIZE{1'b0}};
		control2 <= {SIZE{1'b0}};
	end
	if (ena && selector_done) begin
		if (!found && !failure) begin
			state <= {feedback1,state[SIZE-1:1]};
			i <= i + 1;
		end
		if (state == INIT_VAL) begin
			if (i == period) begin
				found <= 1'b1;   
			end
			if (i > 5 && i < period) begin
				failure <= 1'b1;
			end
		end
		if (i > period + 3)
			failure <= 1'b1;
	end
end
endmodule
module PRNG #(parameter SEED = 3515) (
	input 				clk,
	input					res,
	output reg [7:0] 	dout,
	output reg 			done
);
reg [31:0] 	lfsr;
reg [7:0] 	waiter;
reg [3:0] 	i;
wire feedback;
assign feedback 	= (lfsr[31] ^ lfsr[21] ^ lfsr[1] ^ lfsr[0]);
initial begin
	lfsr 			<= SEED;
	dout			<= 8'h00;
	waiter		<= 8'h00;
	i 				<= 4'b0000;
	done 			<= 1'b0;
end
always @ (posedge clk) begin
	if (res) begin
		dout		<= 8'h00;
		done 		<= 1'b0;
		waiter	<= 8'h00;
	end 
	if (waiter < 33) begin
		waiter <= waiter + 1;  
	end 
	if (waiter >= 33) begin
		lfsr <= {feedback,lfsr[31:1]};
		if (i < 7) begin
			done <= 1'b0;
			dout[i] <= lfsr[31];
			i <= i + 1;
		end
		if (i == 7) begin
			dout[i] <= lfsr[31];
			done <= 1'b1;
			i <= 0;
		end
	end
end
endmodule
module SearchModule #(parameter NUM_OF_TAPS = 16, SIZE = 32, SEED = 13413515)(
	input 			clk		,
	input 			start		,
	input				ext_res	,
	output 	wire 	found		,
	output	reg	started	,
	output 	[NUM_OF_TAPS*8-1:0]		co_buf
);
reg 	ena;
reg   res;
wire [7:0] temp1; 
wire temp2, temp3;
wire failure;
wire [SIZE-1:0]	nlfsr_reg;
wire [NUM_OF_TAPS*8-1:0] taps_from_selector; 
assign co_buf = taps_from_selector;
initial begin
	ena <= 1'b0;
	started <= 1'b0;
	res <= 1'b0;
end
PRNG #(.SEED(SEED) ) generator (
	.clk 		(clk)			,
	.res 		(res)			,
	.dout 	(temp1)		,
	.done 	(temp2)
);
Selector #(.NUM_OF_TAPS (NUM_OF_TAPS), .SIZE(SIZE)) selector (
	.res 		(res)						,
	.clk 		(clk)						,
	.din 		(temp1)					,
	.ena		(ena)						,
	.take 	(temp2)					,
	.taps 	(taps_from_selector)	,
	.done 	(temp3)
);
XORs #(
	.NUM_OF_TAPS (NUM_OF_TAPS), .SIZE (SIZE) ) xory (
	.clk			(clk)						,
	.res			(res)						,
	.start		(temp3)					,
	.co_buf		(taps_from_selector)	,	
	.register	(nlfsr_reg)				,	
	.result		(feedback)
);
NLFSR #(.SIZE(SIZE) ) nlfsr (
	.clk				(clk)			,
	.res				(res)			,
	.ena				(ena)			,
	.feedback		(feedback)	,
	.selector_done	(temp3)		,
	.found			(found)		,
	.failure			(failure)	,
	.state			(nlfsr_reg)	
);
always @ (posedge clk) begin
	if (start) begin
		ena <= 1'b1;
		started <= 1'b1;
	end
	if (started) begin
		if (failure) begin
			res <= 1'b1;
		end
		if (res) begin
			res <= 1'b0;
		end
		if (ext_res) begin
			res <= 1'b1;
		end
	end
end
endmodule
module Selector #(parameter NUM_OF_TAPS = 15, SIZE = 32)(
	input 		res,
	input 		clk,
	input [7:0] din,
	input 		take,
	input			ena,
	output reg [NUM_OF_TAPS*8-1:0] taps,
	output reg done
);
reg 		occured;	 
reg 		finished;  
integer 	count;
initial begin
	done 		<= 1'b0;
	count 	<= 1;
	taps		<= {NUM_OF_TAPS*8{1'b0}};
	occured	<= 1'b0;
	finished	<= 1'b0;
end
always @ (posedge clk) begin
	if (res) begin
		done 		<= 1'b0;
		count 	<= 1;
		taps		<= {NUM_OF_TAPS*8{1'b0}};
		occured	<= 1'b0;
		finished	<= 1'b0;
	end
	if (ena) begin
		if (take && !finished) begin
			if (din[4:0] != 5'b00000 && din[4:0] < SIZE) begin
				case(count)
					1:	begin
						taps[count*8-1-:8] <= {3'b000,din[4:0]};
					end
					2: begin
						if ({3'b000,din[4:0]} != taps[(count-1)*8-1-:8]) begin
							taps[count*8-1-:8] <= {3'b000,din[4:0]};
						end
					end
					3: begin
							taps[count*8-1-:8] <= {3'b000,din[4:0]};
					end
					4: begin
							taps[count*8-1-:8] <= {3'b000,din[4:0]};
					end
					5:	begin
						taps[count*8-1-:8] <= {3'b000,din[4:0]};
					end
					6: begin
							taps[count*8-1-:8] <= {3'b000,din[4:0]};
					end
				endcase
				count <= count + 1;
				if (count == NUM_OF_TAPS + 1)
					finished <= 1'b1;
			end
		end
		if (finished && !done) begin
			done <= 1'b1;
		end
	end
end
endmodule
module Transmitter #(parameter BIT_RATE_VAL = 16'h01B0)(
	input wire clk,
	input wire res,
	input wire drl,
	output wire load,
	input wire [7:0] din,
	output wire tx
);
reg [3:0] FSM;
reg [3:0] bit_count;
reg [15:0] clk_count;
reg [9:0] transmit;
reg tx_reg;
initial begin
	FSM <= 4'h0;
	bit_count <= 4'h0;
	clk_count <= 16'h0000;
	transmit <= {10{1'b0}};
	tx_reg <= 1'b1;
end
assign tx = tx_reg;
assign load = (FSM == 4'h1)? 1'b1:1'b0;
always @(posedge clk) begin
	if (res)
		FSM <= 4'h0;
	else begin
		case (FSM)
			4'h0: begin
				if (drl)
					FSM <= 4'h1;
			end
			4'h1:
				FSM <= 4'h2;
			4'h2:
				FSM <= 4'h3;
			4'h3:
				FSM <= 4'h4;
			4'h4: begin
				if (clk_count == 4'h0)
					FSM <= 4'h5;
			end
			4'h5: begin
				if (bit_count == 'h0)
					FSM <= 4'h0;
				else
					FSM <= 4'h3;
			end
			default: 
				FSM <= 4'h0;
		endcase
	end
end
always @ (posedge clk) begin
	if (res) begin
		bit_count <= 4'h0;
	end
	else begin
		if (FSM == 4'h2)
			bit_count <= 4'ha;
		if (FSM == 4'h3)
			bit_count <= bit_count - 1;
	end
end
always @ (posedge clk) begin
	if (res)
		clk_count <= 16'h0000;
	else begin
		if (FSM == 4'h3)
			clk_count <= BIT_RATE_VAL;
		if (FSM == 4'h4)
			clk_count <= clk_count - 1;
	end
end
always @ (posedge clk) begin
	if (res)
		transmit <= {10{1'b0}};
	else begin
		if (FSM == 4'h2)
			transmit <= {1'b1,din,1'b0};
		if (FSM == 4'h3)
			transmit <= {1'b0,transmit[9:1]};
	end
end
always @ (posedge clk) begin
	if (res)
		tx_reg <= 1'b1;
	else begin 
		if (FSM == 4'h3) 
			tx_reg <= transmit[0];
	end
end
endmodule
module XORs #(parameter NUM_OF_TAPS = 16,SIZE = 32)(
	input clk,
	input res,
	input start,
	input [NUM_OF_TAPS*8-1:0] co_buf,	 
	input [SIZE-1:0] register,					 
	output result
);
reg [NUM_OF_TAPS:1] TAPS;
assign result = (TAPS[1] & TAPS[2]) ^ TAPS[3] ^ TAPS[4] ^ TAPS[5] ^ TAPS[6]; 
initial begin
	TAPS <= {NUM_OF_TAPS{1'b0}};
end
genvar i;
generate
for (i = 1; i <= NUM_OF_TAPS; i = i + 1) 
	begin: TAPSY
	always @ (*) begin
		if (res) begin
			TAPS[i] <= 1'b0;
		end 
		if (start) begin
			case (co_buf[i*8-1-:8])
				8'h01 :	TAPS[i] <= register[1];
				8'h02 :	TAPS[i] <= register[2];
				8'h03 :	TAPS[i] <= register[3];
				8'h04 :	TAPS[i] <= register[4];
				8'h05 :	TAPS[i] <= register[5];
				8'h06 :	TAPS[i] <= register[6];
				8'h07 :	TAPS[i] <= register[7];
				8'h08 :	TAPS[i] <= register[8];
				8'h09 :	TAPS[i] <= register[9];
				8'h0a :	TAPS[i] <= register[10];
			endcase
		end
	end
end
endgenerate
endmodule
File: design/flow/run.sh
#!/bin/bash
# OpenROAD 26Q1-2900-gdf79404cd8, Yosys 0.63+post, stock flow scripts
make -C /OpenROAD-flow-scripts/flow DESIGN_CONFIG=/design/flow/config.mk WORK_HOME=/design/flow/orfs finish
File: design/flow/config.mk
export PLATFORM = sky130hd
export DESIGN_NAME = FPGA
export DESIGN_NICKNAME = FPGA
export VERILOG_FILES = /design/flow/design.v
export SDC_FILE = /design/flow/constraint.sdc
export NUM_CORES = 4
export LEC_CHECK = 1
export CORE_UTILIZATION = 30
File: design/flow/constraint.sdc
current_design FPGA

set clk_period 170.6
set clk_io_pct 0.2

create_clock -name clk0 -period $clk_period [get_ports {clk}]

set non_clock_inputs [all_inputs -no_clocks]
set_input_delay [expr $clk_period * $clk_io_pct] -clock clk0 $non_clock_inputs
set_output_delay [expr $clk_period * $clk_io_pct] -clock clk0 [all_outputs]
==> impl_metrics.py <==
# Physical implementation metrics
metrics = {
    "grt": {
        "grt_pass1_wl_um": 1820000,
        "grt_pass1_vias": 292346,
        "grt.busiest_layer": "met1",
        "gr-usage-met2_pct": 27.3,
        "grt_max_degree": 101,
        "grt_usage_pct": 19.6,
        "antenna_found_initial": 72,
        "grt_use_met3_pct": 7.59,
        "met1_usage_pct": 27.4,
        "grt_overflow": 0,
    },
    "drt": {
        "vias": 321661,
        "via_per_inst": 5.60,
        "first_pass_iters": 9,
        "drc": 0,
        "postRouteAntennaNets": 0,
        "routed_wl_um": 1200000,
        "detail_route.iter0.violations": 27842,
        "wl_per_cell_um": 20.8,
    },
    "floorplan": {
        "io_pins": 5,
        "fp_util_pct": 30.1,
        "chipArea_sq_um": 1220000,
        "core_area_sq_um": 1210000,
        "die_w_um": 1100,
        "std_cell_rows": 404,
        "dieHeight_um": 1100,
    },
    "clock_network": {
        "numCtsBuffers": 661,
        "ctsHoldBuffers": 0,
        "htree_levels": 6,
        "cts_resized": 0,
        "cts_tree": "yes",
        "post_cts_buffers": 0,
        "worstSkewPairLatency_ns": 1.20,
        "clkTransAtPathRegs_ns": 0.07,
        "root_buffer": "clkbuf_16",
        "clockBufferDepth": 5,
    },
    "sta": {
        "tightest_slew_ns": 1.46,
        "setup_ws_ns": 134.30,
        "slew-limit-headroom_pct": 1.78,
        "unclocked_regs": 180,
        "max_freq_mhz": 27.6,
        "skew_ns": 0.0934,
        "finalHoldViolations": 0,
        "tns_ns": 0,
        "rsz0062_at_grt": "no",
        "min_period_ns": 36.30,
        "fin_crit_sh_pct": 21.3,
        "setup_violations": 0,
        "drv_slew": 0,
        "whs_ns": 0.365,
        "untimed_endpoints": 180,
    },
    "worst_setup_path": {
        "crit_chain": "buf_4, clkdlybuf4s50_1",
        "path_delay_family": "buffers and inverters",
        "start_kind": "register",
        "crit_slowest_cell": "clkdlybuf4s50_1",
        "critPathMaxStageDelay_ns": 0.50,
        "crit_arrival_ns": 2.18,
        "cp.required_ns": 136.48,
        "setup.worst_path.class": "reg -> out",
        "r2r_start": "interfejs.which[0]$_SDFFCE_PP0P_",
        "cp_max_fo": 5,
        "reg2reg_depth": 17,
        "r2r-end": "interfejs.buff[11]$_SDFFCE_PP0P_",
        "worstSetupStartpoint": "Trololo[19].szukacz.started$_DFFE_PP_",
        "endpoint_kind": "primary output",
        "regToRegSetupSlack_ns": 163.30,
        "critPathBufInv": 2,
    },
    "min_path": {
        "hold_end": "Trololo[3].szukacz.generator.lfsr[28]$_DFFE_PN_",
        "hp-start": "Trololo[3].szukacz.generator.lfsr[29]$_DFFE_PN_",
        "worstHoldPathCells": 0,
        "min_path_type": "reg -> reg",
    },
    "place": {
        "place_ws_ns": 135.39,
        "dpl_cell_area_sq_um": 379000,
        "routabilityCongestion": 1.03,
        "port_buffers": 4,
        "dpl.hpwl_um": 872000,
    },
    "run_status": {
        "outcome": "complete, no violations",
    },
    "finish": {
        "drive_gt1_share_pct": 9.60,
        "largest_reg_flops": 1440,
        "top_register": "Trololo.szukacz.selector.taps",
        "finalInstanceArea_sq_um": 401000,
        "area_delta_synth_final_pct": 10.3,
        "fill_cells": 123117,
        "reg.largest.list": "Trololo.szukacz.selector.taps x1440, Trololo.szukacz.nlfsr.i x1080",
    },
    "synthesis": {
        "ys_async_sr_fraction_pct": 0,
        "ys_top_cells_by_area": "dfxtp_1 (23%), edfxtp_1 (12%), mux4_2 (7.9%)",
        "syn_area_sq_um": 364000,
        "synthSimpleGateAreaFrac_pct": 25.4,
        "ys_cells": 42553,
        "synth_top_area_share_pct": 22.6,
        "synth.avg_cell_area_sq_um": 8.55,
        "flop_cell": "dfxtp_1",
        "largest_area_cell": "dfxtp_1",
        "yosys-mux-area-fraction_pct": 11.4,
        "synthXorXnorAreaFrac_pct": 4.52,
        "ys_warn_count": 277,
        "synth_adder_area_share_pct": 1.92,
        "netlist_instances": 42553,
        "compound_area_share_pct": 16.7,
        "ys_ff": 5779,
        "yosys.cell_types.count": 119,
        "edf_count": 1487,
        "common_cells": "nand2_1 (4,636), dfxtp_1 (4,112), nor2_1 (3,498)",
        "top_logic_kind": "simple AND/OR/NAND/NOR gates",
        "top_cell": "nand2_1",
        "ys_area_sq_um": 364000,
    },
    "power_and_ir_drop": {
        "power_density_nw_per_um2": 10.6,
        "p_total_uw": 4240,
        "p_leak_uw": 0.141,
        "ir_worst_vdd_uv": 9.20,
    },
    "job": {
        "warnings": 461,
        "cap_violations": 0,
    },
}
layout by cell type (no fill, tap or decap), types with 180 or more instances in the layout:
cell and instances:
a211oi_1 327, a21o_1 290, a21oi_1 1798, a22o_1 392, a31oi_1 567, and2_1 777, and3_1 881, buf_4 887
clkbuf_16 673, dfxtp_1 4112, dlxtn_1 180, edfxtp_1 1487, ha_1 557, inv_1 841, mux2_2 195, mux2i_1 1055
mux4_2 1274, nand2_1 4635, nand2b_1 360, nand3_1 2119, nand3b_1 310, nand4_1 763, nor2_1 3496, nor2b_1 322
nor3_1 1186, nor3b_1 432, nor4_1 984, nor4b_1 227, o211ai_1 354, o21ai_0 3286, o22ai_1 220, o31ai_1 404
or2_2 213, or3_1 419, or4_1 360, xnor2_1 1065, xor2_1 742
how the worst max path moves through the flow:
stage                         to  cells past startpoint
final                 startedmod                      2
after global routing  startedmod                      2
after CTS             startedmod                      2
layout make-up:
type	instances	area, sq um	area share [%]
diodes	68	170	0.0424
clock inverters	319	3800	0.947
flip-flops and latches	5779	130000	32.3
inverters	860	3240	0.807
clock buffers	899	18600	4.63
repair buffers	900	6880	1.71
well taps	16037	20100	5.00
multi-input cells	32624	219000	54.5
metal layers:
metal,routed length (um),part of all wire [%],up-vias
li1,-,-,154930
met1,507000,42,152328
met2,493000,41,11836
met3,129000,11,2521
met4,68100,5.7,46
met5,1260,0.11,-
through the flow:
step | util, % | std cells
floorplan | - | 42613
finish | 33.2 | 57486
global route | 33.2 | 57434
CTS | 33.2 | 57418
global placement | 31.3 | 56200
detailed placement | 31.3 | 56200
kinds of logic after synthesis:
logic type / count (synthesis)
simple gates: 18101
compound gates: 9536
flops: 5599
buf+inv: 4210
mux: 2526
xor+xnor: 1841
fa+ha+maj: 558
latches: 180
other cells: 2
power by group:
part           switching (uW)  leakage [uW]  internal (uW)
registers                91.7        0.0496           1490
logic                     725        0.0810            472
clock network             617        0.0109            849
total                    1430         0.141           2810
Power figures rest on the tool's default switching activity, not on a simulated workload.
